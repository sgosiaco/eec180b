===== /design/flow/run.sh =====
#!/bin/bash
# OpenROAD 26Q1-2900-gdf79404cd8, Yosys 0.63+post, stock flow scripts
make -C /OpenROAD-flow-scripts/flow DESIGN_CONFIG=/design/flow/config.mk WORK_HOME=/design/flow/orfs finish

===== /design/flow/constraint.sdc =====
current_design conv_coord

set clk_period 4.8
set clk_io_pct 0.2

create_clock -name clk0 -period $clk_period

set non_clock_inputs [all_inputs -no_clocks]
set_input_delay [expr $clk_period * $clk_io_pct] -clock clk0 $non_clock_inputs
set_output_delay [expr $clk_period * $clk_io_pct] -clock clk0 [all_outputs]

===== /design/flow/design.v =====
module conv_coord(zoom, col, row, new_col, new_row, out_of_range);
input [1:0] zoom;
input  [9:0]  col;
input  [8:0]  row;
output [9:0] new_col;
output [8:0] new_row;
output out_of_range;
reg [9:0] new_col;  
reg [8:0] new_row;  
reg out_of_range;
always @(*) begin
    new_col = {10{1'bx}};
    new_row = {9{1'bx}};
    out_of_range = 1;
    case(zoom)
        2'b00: begin  
            if(row < 9'd128 && col < 10'd128) begin
                new_col = col;
                new_row = row;
                out_of_range = 0;
            end
        end
        2'b01: begin  
            if(row < 9'd256 && col < 10'd256) begin
                new_col = col/2;
                new_row = row/2;
                out_of_range = 0;
            end
        end
        2'b10: begin  
            if(row < 9'd384 && col < 10'd384) begin
                new_col = col/3;
                new_row = row/3;
                out_of_range = 0;
            end
        end
        2'b11: begin  
            if(row < 9'd480 && col < 10'd512) begin
                new_col = col/4;
                new_row = row/4;
                out_of_range = 0;
            end
        end
    endcase
end
endmodule

===== /design/flow/config.mk =====
export PLATFORM = sky130hd
export DESIGN_NAME = conv_coord
export DESIGN_NICKNAME = conv_coord
export VERILOG_FILES = /design/flow/design.v
export SDC_FILE = /design/flow/constraint.sdc
export NUM_CORES = 4
export LEC_CHECK = 1
export CORE_AREA = 10 10 84 84
export DIE_AREA = 0 0 94 94

==> notes.md <==
The layout was made with Yosys and OpenROAD.

Dividing the synthesized area by the synthesized cell count gives just under 7 sq um. The via count of the first global-routing pass is ~3.8k. Max-cap violations in this run came to 0. For this design the ratio of total power to cell area is 145 mW/mm^2. The number of pins with negative max-slew slack in the final report is 0. Summed over all layers, the global routing overflow is 0.

Per the synthesis report, the XOR/XNOR share of the synthesized area is roughly 2.2%. Counting endpoints that fail hold in the final report gives 0. Setup repair after global routing could not meet its margin everywhere.

The DRC violation count after routing is 0. The sequential cells in the finished layout cover a total of 0 sq um. For the pin with the worst max-slew slack, the measured transition is around 0.54 ns.

The finished layout holds around 650 standard cells, fillers aside. The region available for standard cell placement spans ~0.0052 sq mm. The final layout report lists a clock buffer count of 0.

The script extracted a total leakage power of 2.03 nW. The first global-routing pass estimated 18.6 mm of wire. The worst voltage drop across the vdd grid is around 0.14 mV.

The core utilization at floorplan is 53.2%. Antenna repair during routing inserted a diode count of 0. For this design, Yosys synthesis ends with a cell count of slightly above 400.

In the log, the iteration count for the first detailed-route pass is 5. Nets still carrying antenna violations after routing amount to 0. The number of vias per cell after detailed routing is around 6.7. The data required time of the critical path is approximately 3.8 ns. STA classifies the critical path endpoint as an output port. Global routing consumed, on the met2 layer, about two fifths of the routing resources. The number of buffers inserted by port buffering is ~40.

The met3 track demand over resource is between 3 and 4%. The combined area of all synthesized cells is about 0.0028 sq mm. The checks that failed: setup timing. OpenSTA lists the critical path startpoint as col[8].

The min-delay analysis places its worst path in the category in -> out. Setup total negative slack on the finished layout was measured at -1.25 ns. Of the total synthesized cell area, the portion taken by AND, OR, NAND and NOR gates is between 30% and 40%. OpenROAD reports that the post-layout worst path occupies 109% of the period. The OpenROAD report gives the critical path a data arrival time of about 4.3 ns. The detailed router's first-iteration violation count is ~400. The global routing stage identified its most utilized layer as met2. For reference, full adder, half adder and majority cells occupy 1.81% of the area reported after synthesis. The minimum setup slack in the final design is -0.431 ns. The number of antenna violations at the first check in global routing is 0. The area growth from synthesis to layout is 72.9%. The area fraction in compound gates after synthesis is 46.3%.

Once layout is done, the placed cells without fillers occupy between 0.004 and 0.005 sq mm. The worst hold margin is roughly 2.6 ns. The sort of element at the start of the critical path is a primary input. The highest attainable clock frequency is 191 MHz. The post-place instance area is between 0.004 and 0.005 sq mm. The width of the die is 94 microns. The post-synthesis cell type count is ~83. The count of fill cells added during filler insertion is 195. The count of hold buffers inserted by post-cts repair is 0. The largest fanout of any net on the critical path is 6. The met1 usage is a little over a third. The total routing resource utilization after global routing is 24.8%. TritonRoute output was used to compute an average wire per cell of between 20 and 25 microns.

After detailed placement, the design holds a cell count of between 600 and 700. Yosys reports a chip area of around 0.0028 sq mm. Across all checked pins, the minimum headroom to the slew limit is a little under two thirds. The design has 0 sequential cells.

The overall power of the completed layout is 0.696 mW. The final weighted congestion in routability-driven placement is 1.06. The flow ran to the end, but the final reports show violations. Multiplexer cells account for 9.12% of the synthesized area. The beginning of the worst hold path is col[0]. The largest family of logic cells by area is AND-OR/OR-AND gates. The overall routed net length is approximately 13 mm. The type of the worst setup path is in -> out.

between 40 and 50 I/O pins were placed. In the final layout, the share of cells above drive strength 1 is between 40% and 50%. Entering global routing, the biggest net connects 23 pins. The number of warnings reported in the stage logs is 37.

The final route contains 4351 vias. Synthesis produced a netlist whose cell count is ~410. The HPWL after detailed placement is ~7.9 mm.

The final timing report derives a shortest allowable period of 5.23 ns. Per Yosys stat, the portion of area used by sequential elements is 0%. Warnings reported by Yosys during synthesis add up to 1. The chip footprint is 0.00884 sq mm. The final report lists the setup-violating endpoint count as 4. At the end of the flow the core is filled with cells to around nine tenths. The worst-case setup slack after placement is -1.21 ns. The vertical die dimension reported for this design is roughly 94 microns.

The total number of placement rows is 26.
==> power breakdown <==
group	internal, mW	switching (mW)	leakage, nW
Combinational	0.365	0.332	2.03
Sequential	0	0	0
Clock	0	0	0
Total	0.365	0.332	2.03
==> cell usage after synthesis (4+ instances only) <==
master	n	area [sq um]
sky130_fd_sc_hd__nor2_1	35	131
sky130_fd_sc_hd__a21oi_1	32	160
sky130_fd_sc_hd__nand2_1	32	120
sky130_fd_sc_hd__clkbuf_1	29	109
sky130_fd_sc_hd__o21ai_0	26	130
sky130_fd_sc_hd__inv_1	16	60.1
sky130_fd_sc_hd__a31oi_1	11	68.8
sky130_fd_sc_hd__nand3_1	11	55.1
sky130_fd_sc_hd__nor2b_1	11	68.8
sky130_fd_sc_hd__o31ai_1	9	67.6
sky130_fd_sc_hd__a211oi_1	8	60.1
sky130_fd_sc_hd__mux4_2	8	180
sky130_fd_sc_hd__nor3_1	8	40.0
sky130_fd_sc_hd__o22ai_1	8	50.1
sky130_fd_sc_hd__and3_1	6	37.5
sky130_fd_sc_hd__nor3b_1	6	45.0
sky130_fd_sc_hd__o211ai_1	6	45.0
sky130_fd_sc_hd__a311oi_1	5	43.8
sky130_fd_sc_hd__a31o_2	5	43.8
sky130_fd_sc_hd__and3b_1	5	43.8
sky130_fd_sc_hd__mux2i_1	5	50.1
sky130_fd_sc_hd__nor4_1	5	31.3
sky130_fd_sc_hd__o2111ai_1	5	43.8
sky130_fd_sc_hd__o21a_1	5	37.5
sky130_fd_sc_hd__o21ai_1	5	25.0
sky130_fd_sc_hd__or2_2	5	31.3
sky130_fd_sc_hd__xnor2_1	5	43.8
sky130_fd_sc_hd__a221oi_1	4	35.0
sky130_fd_sc_hd__buf_6	4	45.0
sky130_fd_sc_hd__ha_1	4	50.1
sky130_fd_sc_hd__nand3b_1	4	30.0
==> kinds of logic after synthesis <==
logic type	Yosys count
AOI/OAI and AO/OA	174
and+or+nand+nor	152
buffers and inverters	59
muxes	15
xor gates and xnor gates	7
adders and majority gates	4
==> layer usage <==
metal / wire length, microns / share of wire, % / vias to the layer above
li1: - / - / 1956
met1: 5520 / 42 / 1974
met2: 5460 / 42 / 351
met3: 1580 / 12 / 70
met4: 527 / 4.0 / 0
met5: 0 / 0 / -
==> repair_timing <==
item                                    in CTS  in global routing
pin swaps                                   24                 35
setup buffers                               18                  8
resized                                     70                 57
gates cloned                                 1                  0
endpoints found under the setup margin       9                  8
==> critical path, cell delays in order <==
cell                       delay, ns
sky130_fd_sc_hd__buf_8          0.10
sky130_fd_sc_hd__ha_4           0.17
sky130_fd_sc_hd__buf_4          0.14
sky130_fd_sc_hd__nor2b_1        0.13
sky130_fd_sc_hd__buf_4          0.12
sky130_fd_sc_hd__o31ai_1        0.20
sky130_fd_sc_hd__nand2_1        0.11
sky130_fd_sc_hd__a311oi_1       0.39
sky130_fd_sc_hd__buf_4          0.18
sky130_fd_sc_hd__a211o_1        0.18
sky130_fd_sc_hd__a21oi_4        0.09
sky130_fd_sc_hd__o21ai_4        0.16
sky130_fd_sc_hd__xnor2_2        0.15
sky130_fd_sc_hd__inv_2          0.07
sky130_fd_sc_hd__ha_4           0.17
sky130_fd_sc_hd__a211oi_4       0.17
sky130_fd_sc_hd__buf_4          0.15
sky130_fd_sc_hd__nand3_2        0.05
sky130_fd_sc_hd__mux4_2         0.46
sky130_fd_sc_hd__buf_2          0.13
==> layout by cell type, fill, tap and decap left out, types with 5 or more instances in the layout <==
cell type                         synthesis  layout
sky130_fd_sc_hd__mux2i_1                  5       5
sky130_fd_sc_hd__nand3_1                 11       9
sky130_fd_sc_hd__o31ai_1                  9       7
sky130_fd_sc_hd__buf_6                    4      14
sky130_fd_sc_hd__a21oi_1                 32      28
sky130_fd_sc_hd__o22ai_1                  8       7
sky130_fd_sc_hd__o21ai_0                 26      16
sky130_fd_sc_hd__and3_1                   6       5
sky130_fd_sc_hd__buf_4                    3     154
sky130_fd_sc_hd__clkdlybuf4s50_1          0      27
sky130_fd_sc_hd__o21ai_1                  5       9
sky130_fd_sc_hd__inv_1                   16      14
sky130_fd_sc_hd__or2_2                    5       5
sky130_fd_sc_hd__a31oi_1                 11      11
sky130_fd_sc_hd__a311oi_1                 5       5
sky130_fd_sc_hd__nor2_1                  35      33
sky130_fd_sc_hd__a211oi_1                 8       7
sky130_fd_sc_hd__nand2_1                 32      32
sky130_fd_sc_hd__nor3_1                   8       7
sky130_fd_sc_hd__mux4_2                   8       8
sky130_fd_sc_hd__and3b_1                  5       5
sky130_fd_sc_hd__nor2b_1                 11       9
sky130_fd_sc_hd__o211ai_1                 6       6
==> final timing paths <==
check               endpoint  cells after the start
hold / removal    new_col[0]                      4
setup / recovery  new_col[1]                     20
==> cell type report <==
| type | instances | area, sq um | share of cell area, % |
|---|---|---|---|
| repair buffers | 208 | 1710 | 35.8 |
| multi-input cells | 352 | 2910 | 60.9 |
| well taps | 70 | 87.6 | 1.83 |
| inverters | 19 | 73.8 | 1.54 |
No activity file was given, so power comes from the tool's default toggle rates.
