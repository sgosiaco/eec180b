$ cat design.v
module bubble4(
	input [3:0] in0,
    input [3:0] in1,
    input [3:0] in2,
    input [3:0] in3,
	output [3:0] out0,
    output [3:0] out1,
    output [3:0] out2,
    output [3:0] out3
);
wire [3:0] three_to_two;
wire [3:0] two_to_one;
sort2 sort_32 (in2, in3, three_to_two,out3);
sort2 sort_21 (in1, three_to_two, two_to_one, out2);
sort2 sort_10 (in0, two_to_one, out0, out1);
endmodule
module sort2(
	input [3:0] in0,
    input [3:0] in1,
	output [3:0] out0,
    output [3:0] out1
);
assign out0 = (in0 > in1) ? in1 : in0;
assign out1 = (in0 > in1) ? in0 : in1;
endmodule
module sort4(
	input [3:0] in0,
    input [3:0] in1,
    input [3:0] in2,
    input [3:0] in3,
	output [3:0] out0,
    output [3:0] out1,
    output [3:0] out2,
    output [3:0] out3
);
wire [3:0] z2o0, z2o1, z2o2, z2o3;
wire [3:0] o2t0, o2t1, o2t2, o2t3;
bubble4 bubble0 (in0, in1, in2, in3, z2o0, z2o1, z2o2, z2o3);
bubble4 bubble1 (z2o0, z2o1, z2o2, z2o3, o2t0, o2t1, o2t2, o2t3);
bubble4 bubble2 (o2t0, o2t1, o2t2, o2t3, out0, out1, out2, out3);
endmodule
$ cat run.sh
#!/bin/bash
# OpenROAD 26Q1-2900-gdf79404cd8, Yosys 0.63+post, stock flow scripts
make -C /OpenROAD-flow-scripts/flow DESIGN_CONFIG=/design/flow/config.mk WORK_HOME=/design/flow/orfs finish
$ cat config.mk
export PLATFORM = sky130hd
export DESIGN_NAME = sort4
export DESIGN_NICKNAME = sort4
export VERILOG_FILES = /design/flow/design.v
export SDC_FILE = /design/flow/constraint.sdc
export NUM_CORES = 4
export LEC_CHECK = 1
export CORE_AREA = 10 10 94 94
export DIE_AREA = 0 0 104 104
$ cat constraint.sdc
current_design sort4

set clk_period 10.4
set clk_io_pct 0.2

create_clock -name clk0 -period $clk_period

set non_clock_inputs [all_inputs -no_clocks]
set_input_delay [expr $clk_period * $clk_io_pct] -clock clk0 $non_clock_inputs
set_output_delay [expr $clk_period * $clk_io_pct] -clock clk0 [all_outputs]
==> impl_results.rst <==
Physical design figures
=======================

.. list-table::
   :header-rows: 1

   * - Metric
     - Value
   * - Run status
     - finished with violations
   * - Failing checks
     - negative setup slack
   * - Initial antenna violation count
     - 0
   * - Cell type with the highest occurrence count on the critical path
     - ha_4
   * - Core Region
     - 6830 µm²
   * - Synth cell count leaders
     - inv_1, ha_1, mux2i_1
   * - DRC
     - 0
   * - Mapped cell area
     - 1940 µm²
   * - End-of-flow core utilization
     - 59.9%
   * - Drt total wl
     - 7.17 mm
   * - Hold path startpoint
     - in2[0]
   * - Log Warnings
     - 35
   * - Antenna diode count
     - 0
   * - Chip area from the yosys synthesis statistics
     - 1940 µm²
   * - Final setup violation count
     - 16
   * - Worst setup startpoint
     - in3[1]
   * - Layout Area Growth over Synthesis
     - 111%
   * - Placed wire-length estimate
     - 5.27 mm
   * - Path class of the lowest-slack min-delay path
     - input port to output port
   * - Yosys warning tally
     - 0
   * - Cell area after placement
     - 3500 µm²
   * - Average vias per placed instance
     - 4.84
   * - Cell count after synthesis
     - 264
   * - Maximum number of pins on one net before global-route repair
     - 11
   * - Fin. max-slew vios
     - 0
   * - Final critical path time including I/O delays and setup
     - 12,840 ps
   * - Maximum net fanout on the critical path
     - 6
   * - Critical path class
     - input port to output port
   * - Proportion of synthesized chip area in sequential cells
     - 0%
   * - GRT Resource Usage Total
     - 12.3%
   * - Minimum setup slack in the final design
     - -2440 ps
   * - Area of combinational cells with multiple inputs
     - 2320 µm²
   * - Final cell count without fillers
     - 554
   * - Max-cap violation count
     - 0
   * - FILL cells
     - 557
   * - Port buffer count
     - 32
   * - Final Cell Area
     - 4090 µm²
   * - Pre-Repair DR Iteration Count
     - 4
   * - Top-area cell share
     - 18.7%
   * - Count of flip-flops and latches
     - 0
   * - Final hold viol count
     - 0
   * - Row Count
     - 30
   * - Leftover overflow at the end of global routing
     - 0
   * - Routed via count
     - 2,683
   * - Horizontal extent of the die
     - 104 µm
   * - Number of nets with antenna violations after routing
     - 0
   * - Cells in synth_stat.txt
     - 264
   * - Post-route fraction of the period consumed by the critical path
     - 123%
   * - Number of global-route vias before repair
     - 2,578
   * - Post-Syn Area per Cell
     - 7.35 µm²
   * - Critical Path End Type
     - output port
   * - DR WL/cell
     - 12.9 µm
   * - Startpoint class of the critical path
     - input port
   * - Capture point of the critical path
     - out0[1]
   * - FF/Latch Area
     - 0 µm²
   * - Unrepaired setup endpoints after global routing
     - true
   * - Top area cell types
     - ha_1, mux2i_1, mux2_2
   * - Relative slew slack
     - 71.4%
   * - Netlist cell types
     - 54
   * - Post-CTS Hold Fix Bufs
     - 0
   * - Number of DRC violations after detailed-routing iteration 0
     - 100
   * - Slew of the pin with the lowest slew margin
     - 425 ps
   * - Clock buffers
     - 0
   * - Critical-path top delay cell
     - mux2_2
   * - Fin Hold WS
     - 5170 ps
   * - Layout cell share with drive strength beyond 1
     - 62.7%
   * - Biggest area consumer among synthesized cells
     - ha_1
   * - Die Area
     - 10,800 µm²
   * - Peak Freq
     - 77.9 MHz
   * - Height of the die
     - 104 µm
   * - Critical path arrival
     - 10,760 ps
   * - First-pass GRT wire length
     - 12.0 mm
   * - Crit path required time
     - 8320 ps
   * - Init Core Util
     - 28.4%
   * - Number of cells after detailed placement
     - 512
   * - Most instantiated library cell after synthesis
     - inv_1
   * - Highest cell delay on the worst timing path
     - 390 ps
   * - Sum of negative setup slack
     - -25,840 ps
   * - Placer Congestion
     - 0.931
   * - # IOs
     - 32
## worst min-delay path by stage
stage                 cells after the start      end
after CTS                                 9  out3[1]
after global routing                      9  out3[0]
final                                     9  out3[0]
## stage by stage
stage               worst slack [ps]
floorplan                      -2240
global placement               -3320
CTS                            -2550
detailed placement             -3550
finish                         -2440
global route                   -2920
## cells in the final DEF, fill, tap and decap left out, types with 5 or more instances in the layout
master / count
mux2_4: 7
inv_1: 20
o21ai_2: 7
clkbuf_2: 8
mux2_2: 6
buf_6: 10
a21oi_2: 8
ha_4: 14
nand2_1: 8
o21ai_0: 13
mux2i_1: 19
nor2_1: 14
mux2i_2: 5
clkdlybuf4s50_1: 8
inv_2: 10
a21oi_1: 12
ha_1: 14
a21o_1: 7
buf_2: 10
nand2_2: 5
buf_4: 157
## cell families after synthesis
kind of cell,after synthesis,synth area share (%)
AND-OR/OR-AND,95,34.8
AND/OR/NAND/NOR,63,17.5
multiplexers,39,21.0
buffers and inverters,36,7.03
adder cells (fa/ha/maj),30,19.2
XOR/XNOR,1,0.452
## worst max-delay path, delay by kind of cell
family | cells | cell delay, ps
compound gates | 18 | 2530
simple gates | 11 | 1320
fa+ha+maj | 8 | 1760
mux | 6 | 1670
buf+inv | 14 | 1360
## routing by layer
layer  part of all wire [%]  vias up  global-route usage, %  wire (µm)
met5                      0        -                      0          0
met4                      0        0                  0.497          0
met3                    2.0        0                  0.689        140
met2                     44       24                   19.3       3140
met1                     54     1255                   18.7       3890
li1                       -     1404                      -          -
## repair_timing
action | in CTS | in global routing
setup buffers | 35 | 10
cloned | 1 | 0
resized | 98 | 57
endpoints found under the setup margin | 16 | 16
pin swaps | 31 | 31
## cell type report
cell class / count / share of cell area [%]
inverters: 32 / 3.18
multi-input cells: 228 / 56.7
well taps: 96 / 2.94
repair buffers: 198 / 37.2
