<file path="flow/config.mk">
export PLATFORM = sky130hd
export DESIGN_NAME = det_pixel
export DESIGN_NICKNAME = det_pixel
export VERILOG_FILES = /design/flow/design.v
export SDC_FILE = /design/flow/constraint.sdc
export NUM_CORES = 4
export LEC_CHECK = 1
export CORE_AREA = 10 10 70 70
export DIE_AREA = 0 0 80 80
</file>
<file path="flow/constraint.sdc">
current_design det_pixel

set clk_period 2.9
set clk_io_pct 0.2

create_clock -name clk0 -period $clk_period [get_ports {clk}]

set non_clock_inputs [all_inputs -no_clocks]
set_input_delay [expr $clk_period * $clk_io_pct] -clock clk0 $non_clock_inputs
set_output_delay [expr $clk_period * $clk_io_pct] -clock clk0 [all_outputs]
</file>
<file path="flow/design.v">
module det_pixel(clk, zoom, col, row, out_of_range, special, mem_color, red, green, blue, address);
input clk;
input [1:0] zoom;
input [9:0] col;
input [8:0] row;
input out_of_range;
input special;
input [11:0] mem_color;
output [3:0] red;
output [3:0] blue;
output [3:0] green;
output [13:0] address;  
reg [3:0] red;
reg [3:0] blue;
reg [3:0] green;
reg [11:0] pixel_buffer, pixel_buffer_c;
reg [9:0] col_r;
reg [8:0] row_r;
reg [13:0] address;
always @(*) begin
    pixel_buffer_c = mem_color;
    address = {14{1'bx}};
    if(col == {10{1'bx}} && row == {9{1'bx}}) begin
        red = 4'h0;
        green = 4'h0;
        blue = 4'h0;
    end
    else begin
         if(col == col_r && row == row_r) begin  
            red = pixel_buffer[11:8];
            green = pixel_buffer[7:4];
            blue = pixel_buffer[3:0];
            pixel_buffer_c = pixel_buffer;
        end
        else begin  
            address = (row * 128) + col;
            red = mem_color[11:8];
            green = mem_color [7:4];
            blue = mem_color [3:0];
        end
    end 
    if(out_of_range == 1 && special == 0) begin
        red = 4'h0;
        green = 4'h0;
        blue = 4'h0;
    end
end
always @(posedge clk) begin
    pixel_buffer <= #1 pixel_buffer_c;
    col_r <= #1 col;
    row_r <= #1 row;
end
endmodule
</file>
<file path="flow/run.sh">
#!/bin/bash
# OpenROAD 26Q1-2900-gdf79404cd8, Yosys 0.63+post, stock flow scripts
make -C /OpenROAD-flow-scripts/flow DESIGN_CONFIG=/design/flow/config.mk WORK_HOME=/design/flow/orfs finish
</file>
==> run_results.csv <==
group,metric,value,unit
route,drc,0,
setup_path,crit_type,"in2out",
layout,area_growth_syn_to_layout,51.0,%
min_path,min_path_cells,0,
place,hpwlAfterDp,833,um
yosys,synthCells,41,
yosys,ys_area,324,um^2
layout,flops,0,
place,globalplace.congestion,0.786,
yosys,syn_area,324,um^2
clock_network,post-cts-setup-buffer-count,0,
global_route,grt_pass1_vias,259,
layout,final-seq-area,0,um^2
sta,fmax,360,MHz
run_status,status,"complete, no violations",
floorplanning,core,3420,um^2
sta,hold_viol_final,0,
yosys,synthTopCellsByCount,"19 x buf_4, 4 x inv_1, 3 x ha_1, 3 x xnor2_1",
pwr,power.total,67.0,uW
pwr,peakVddDrop,0.0237,mV
floorplanning,ios,62,
run,max-cap-violations,0,
yosys,yosys.area.top_type,"buf_4",
setup_path,crit_required,2.32,ns
route,drt_iter0_drc,9,
global_route,grt_usage,0.0247,
sta,finalClockPeriodUsage,0.958,
yosys,most_common_cell,"buf_4",
route,viasPerCell,2.36,
yosys,area_leaders,"buf_4 44%, ha_1 12%, xnor2_1 8.1%, fa_1 6.2%, xor2_1 5.4%",
floorplanning,chipArea,6400,um^2
pwr,leakage,0.000217,uW
floorplanning,fp-row-count,21,
place,place_inst,101,
layout,nClkBuffers,0,
route,wl_per_cell,8.77,um
min_path,hold_path_end,"address[0]",
global_route,grt_overflow,0,
layout,instances_no_fill,101,
clock_network,cts.hold.buffers_added,0,
setup_path,crit_path_start_kind,"input port",
min_path,hold_start,"col[0]",
setup_path,critical_path_arrival,2.20,ns
floorplanning,die_y,80,um
yosys,avgSynthCellArea,7.90,um^2
sta,post-route-min-period,2.78,ns
yosys,top_area_frac,0.440,
global_route,grt_pass1_wl,1.28,mm
run,warnings,47,
setup_path,path_max_fanout,2,
route,drtPass1Iterations,2,
sta,finalMaxSlewViolations,0,
floorplanning,initCoreUtil,0.0949,
route,antenna_cells,0,
global_route,grt_max_degree,5,
yosys,yosys_warnings,1,
pwr,power.density,137,nW/um^2
route,vias,238,
layout,drive_above_1_share,0.218,
place,port_buffers,17,
sta,hold_ws,1.16,ns
sta,setup_viol,0,
route,antenna_left,0,
setup_path,crit_path_end_kind,"primary output",
yosys,ys_cells,41,
min_path,hold_class,"in2out",
yosys,ys_seq_frac,0,
floorplanning,die_w,80,um
yosys,yosysUniqueCellTypes,14,
global_route,antenna_found_initial,0,
sta,rsz0062_at_grt,"yes",
setup_path,cp-startpoint,"col[7]",
route,wl,886,um
[worst max-delay path: stages]
cell and delay (ns):
clkdlybuf4s50_1 0.46, ha_2 0.17, inv_1 0.05, fa_2 0.51, inv_1 0.03, clkdlybuf4s50_1 0.39
[metrics by stage]
stage | instance area [um^2] | TNS (ns) | utilization | setup WS (ns)
2_1_floorplan | 365 | 0 | - | 0.749
6_report | 489 | 0 | 0.143 | 0.121
3_5_place_dp | 488 | -0.789 | 0.143 | -0.305
5_1_grt | 489 | 0 | 0.143 | 0.0103
3_3_place_gp | 488 | -0.795 | 0.143 | -0.300
4_1_cts | 483 | 0 | 0.141 | 0.0538
[power by group]
group	total [uW]	internal [uW]	switching, uW
Sequential	0	0	0
Clock	0	0	0
Combinational	67.0	44.7	22.3
Total	67.0	44.7	22.3
[logic make-up (layout without fill, tap and decap cells)]
group | count (synthesis) | count (layout) | share of synthesized area
AOI/OAI and AO/OA | 3 | 3 | 0.0811
and+or+nand+nor | 5 | 5 | 0.108
xor gates and xnor gates | 5 | 5 | 0.135
other | 1 | 12 | 0.0116
buffers and inverters | 23 | 26 | 0.486
adders and majority gates | 4 | 4 | 0.178
[cell usage in the layout, fill, tap and decap left out, types with 2 or more instances in the layout]
cell,instances
ha_1,2
conb_1,12
inv_1,4
xor2_1,2
xnor2_1,3
clkdlybuf4s50_1,12
dlygate4sd2_1,4
buf_4,5
nor2_1,2
[final cells by class]
cell class	instances	area, um^2
fill	398	2930
inverter	4	15.0
multi-input combinational	29	219
tap	46	57.6
timing repair buffer	22	198
[routing by layer]
layer / vias to the layer above / track usage / part of all wire
met5: - / 0 / 0
met3: 0 / 0.0159 / 0.21
li1: 126 / - / -
met2: 20 / 0.0385 / 0.41
met1: 92 / 0.0291 / 0.38
met4: 0 / 0.00176 / 0
[worst max path at each step]
stage / to / slack, ns / depth (start not counted)
finish: address[8] / 0.12 / 6
global route: address[13] / 0.01 / 8
CTS: address[11] / 0.05 / 8
[repair_timing]
action | CTS | global route
gates resized | 9 | 2
hold endpoints to repair | 0 | 0
pin swaps | 2 | 2
setup endpoints to repair | 5 | 2
Power and IR drop assume default switching activity.
