File: config.mk
export PLATFORM = sky130hd
export DESIGN_NAME = top
export DESIGN_NICKNAME = top
export VERILOG_FILES = /design/flow/design.v
export SDC_FILE = /design/flow/constraint.sdc
export NUM_CORES = 4
export LEC_CHECK = 1
export CORE_UTILIZATION = 30
File: constraint.sdc
current_design top

set clk_period 2.3
set clk_io_pct 0.2

create_clock -name clk0 -period $clk_period [get_ports {MAX10_CLK1_50}]

set non_clock_inputs [all_inputs -no_clocks]
set_input_delay [expr $clk_period * $clk_io_pct] -clock clk0 $non_clock_inputs
set_output_delay [expr $clk_period * $clk_io_pct] -clock clk0 [all_outputs]
File: design.v
module seg7(
    input [3:0] in,
    output [6:0] out
);
wire [2:0] MSB;
reg [3:0] LSB;
parameter ZERO =  7'b100_0000;
parameter ONE =   7'b111_1001;
parameter TWO = 7'b010_0100;
parameter THREE = 7'b011_0000;
parameter FOUR = 7'b001_1001;
parameter FIVE = 7'b001_0010;
parameter SIX = 7'b000_0010;
parameter SEVEN = 7'b111_1000;
parameter EIGHT = 7'b000_0000;
parameter NINE = 7'b001_1000;
parameter A = 7'b000_1000;
parameter B = 7'b000_0001;
parameter C = 7'b100_0110;
parameter D = 7'b010_0001;
parameter E = 7'b000_0110;
parameter F = 7'b000_1110;
always @(in) begin
    case (in)
        4'b0000: begin  
            LSB = ZERO[3:0];
         end
         4'b0001: begin  
            LSB = ONE[3:0]; 
         end
         4'b0010: begin  
            LSB = TWO[3:0]; 
         end
         4'b0011: begin  
            LSB = THREE[3:0]; 
         end
         4'b0100: begin  
            LSB = FOUR[3:0]; 
         end
         4'b0101: begin  
            LSB = FIVE[3:0]; 
         end
         4'b0110: begin  
            LSB = SIX[3:0]; 
         end
         4'b0111: begin  
            LSB = SEVEN[3:0]; 
         end
         4'b1000: begin  
            LSB = EIGHT[3:0]; 
         end
         4'b1001: begin  
            LSB = NINE[3:0]; 
         end
         4'b1010: begin  
            LSB = A[3:0]; 
         end
         4'b1011: begin  
            LSB = B[3:0]; 
         end
         4'b1100: begin  
            LSB = C[3:0]; 
         end
         4'b1101: begin  
            LSB = D[3:0]; 
         end
         4'b1110: begin  
            LSB = E[3:0]; 
         end
         4'b1111: begin  
            LSB = F[3:0];
         end
         default: begin
            LSB = ZERO[3:0];
         end    
    endcase      
end
assign MSB[2] = (~in[3]&~in[2]&~in[1]) | (~in[3]&in[2]&in[1]&in[0]) | (in[3]&in[2]&~in[1]&~in[0]);
assign MSB[1] = (~in[3]&~in[2]&in[0]) | (~in[3]&~in[2]&in[1]) | (~in[3]&in[1]&in[0]) | (in[3]&in[2]&~in[1]&in[0]);
assign MSB[0] = (~in[3]&in[0]) | (~in[2]&~in[1]&in[0]) | (~in[3]&in[2]&~in[1]);
assign out = {MSB, LSB};
endmodule   
module counter(clock, reset,  enable1, enable2, updown, freerun, display);
    input clock;
    input reset;
    input enable1;
    input enable2;
    input updown;
    input freerun;
    output [23:0] display;
    reg [23:0] count;
    reg [23:0] count_c;
    always @(*) begin
        if(enable1 == 1'b1 && enable2 == 1'b1) begin
            count_c = count;
            if(freerun == 1'b1) begin  
                if(updown == 1'b1) begin  
                    if(count != 24'hffffff) begin
                        count_c = count + 24'h000001;
                    end
                    else begin
                        count_c = 24'h000000;
                    end
                end
                else begin  
                    if(count != 24'h000000) begin
                        count_c = count - 24'h000001;
                    end
                    else begin
                        count_c = 24'hffffff;
                    end
                end
            end
            else begin  
                if(updown == 1'b1) begin  
                    if(count != 24'hffffff/2) begin
                        count_c = count + 24'h000001;
                    end
                    else begin
                        count_c = 24'hffffff/2;
                    end
                end
                else begin  
                    if(count != 24'h000000) begin
                        count_c = count - 24'h000001;
                    end
                    else begin
                        count_c = 24'h000000;
                    end
                end
            end
        end
        if(enable1 == 1'b1) begin
            if(reset == 1'b1) begin
                count_c = 24'h000000;
            end
        end
    end
    always @(posedge clock) begin
        count <= #1 count_c;
    end
    assign display = count;
endmodule
module pulse(clock, reset,  enable, divideby, go, LEDR);
    input clock;
    input reset;
    input enable;
    input [5:0] divideby;
    output go;
    output [9:0] LEDR;
    reg [5:0] count;
    reg [5:0] count_c;
    reg go;
    reg [9:0] LEDR;
    always @(*) begin
        if(enable == 1'b1) begin
            count_c = count;
            if(divideby == 6'b000_000) begin
                count_c = 6'b000_000;
                LEDR  = 10'b11111_11111;
                go = 1'b0;
            end
            else begin
                LEDR  = 10'b00000_00000;
                if(count == 6'b000_000) begin
                    go = 1'b1;
                end
                else begin
                    go = 1'b0;
                end
                if(count != (divideby - 6'b000_001)) begin
                    count_c = count + 6'b000_001;
                end
                else begin  
                    count_c = 6'b000_000;
                end
            end
            if(reset == 1'b1) begin
                count_c  = 6'b000_000;
                LEDR = 10'b00000_00000;
                go = 1'b0;
            end 
        end
    end
    always @(posedge clock) begin
        count <= #1 count_c;
    end
endmodule
module top (
    input MAX10_CLK1_50,
    input [1:0] KEY,
    input [9:0] SW,
    output [9:0] LEDR,
    output [7:0] HEX0,   
    output [7:0] HEX1,   
    output [7:0] HEX2,   
    output [7:0] HEX3,   
    output [7:0] HEX4,   
    output [7:0] HEX5    
);
reg KEY0_r;
reg [9:0] SW_r;
always @(posedge MAX10_CLK1_50) begin
  KEY0_r <= #1 KEY[0];
  SW_r[0] <= #1 SW[0];
  SW_r[1] <= #1 SW[1];
  SW_r[2] <= #1 SW[2];
  SW_r[4] <= #1 SW[4];
  SW_r[5] <= #1 SW[5];
  SW_r[6] <= #1 SW[6];
  SW_r[7] <= #1 SW[7];
  SW_r[8] <= #1 SW[8];
  SW_r[9] <= #1 SW[9];
end
wire go_w;
wire [23:0] display;
pulse pulse(
    .clock(MAX10_CLK1_50), 
    .reset(~KEY0_r),  
    .enable(SW_r[0]), 
    .divideby(SW_r[9:4]), 
    .go(go_w), 
    .LEDR(LEDR)
);
counter counter(
    .clock(MAX10_CLK1_50), 
    .reset(~KEY0_r),  
    .enable1(SW_r[0]), 
    .enable2(go_w), 
    .updown(SW_r[1]), 
    .freerun(SW_r[2]), 
    .display(display)
);
seg7 hex0(
    .in(display[3:0]),
    .out(HEX0)
);
seg7 hex1(
    .in(display[7:4]),
    .out(HEX1)
);
seg7 hex2(
    .in(display[11:8]),
    .out(HEX2)
);
seg7 hex3(
    .in(display[15:12]),
    .out(HEX3)
);
seg7 hex4(
    .in(display[19:16]),
    .out(HEX4)
);
seg7 hex5(
    .in(display[23:20]),
    .out(HEX5)
);
assign HEX0[7] = 1'b1;
assign HEX1[7] = 1'b1;
assign HEX2[7] = 1'b1;
assign HEX3[7] = 1'b1;
assign HEX4[7] = 1'b1;
assign HEX5[7] = 1'b1;
endmodule
File: run.sh
#!/bin/bash
# OpenROAD 26Q1-2900-gdf79404cd8, Yosys 0.63+post, stock flow scripts
make -C /OpenROAD-flow-scripts/flow DESIGN_CONFIG=/design/flow/config.mk WORK_HOME=/design/flow/orfs finish
==> flow_summary.ini <==
; flow metrics
[pwr]
cellPowerDensity_nw_per_um2 = 507.0
p_total_mw = 3.215
p_leak_nw = 2.455
peakVddDrop_mv = 0.3955

[worst_hold_path]
hold_path_class = in -> reg

[yosys]
synthCells = 653
ys_sh_mux = 0.01543
yosys_area_sq_um = 5191
synth_flop_count = 96
top_cells_by_area = dfxtp_1 (25%), ha_1 (7.2%), dlxtn_1 (6.9%), o21ai_0 (5.6%), xnor2_1 (5.1%)
ys_warn_count = 58
edf_count = 0
yosysTopAreaCellShare = 0.2468
ys_cells = 653
yosys.area_share.adder = 0.07809
yosysUniqueCellTypes = 65
syn-mean-instance-area_sq_um = 7.950
ff_type = dfxtp_1
async_reset_ff_frac = 0
ys_sh_simple = 0.2111
top_logic_kind = simple AND/OR/NAND/NOR gates
synth-xor-area-share = 0.07592
yosys.area_share.aoi = 0.1947
yosysTopAreaCell = dfxtp_1
syn_area_sq_um = 5191

[status]
outcome = finished clean

[sta]
fin_setup_tns_ns = 0
min_period_ns = 2.220
relSlewSlack = 0.3538
untimed_endpoints = 96
min_period_over_period = 0.9651
tightestPinTransition_ns = 0.9604
fin_ws_ns = 0.08038
drv_slew = 0
finalSetupViolations = 0
fmax_mhz = 450.5
hold_viol = 0
rsz0062_at_grt = false
unclocked_pins = 32
hold_slack_ns = 0.5563

[global_route]
grt_pass1_vias = 4126
grt_first_pass_wirelength_mm = 20.98
grt.total_usage = 0.1481
grt_overflow = 0
antenna_found_initial = 0
grt_max_degree = 39

[drt]
vias_per_cell = 4.882
drtIter0Drc = 280
ant_nets = 0
dr.pass1.iters = 4
wl_per_cell_um = 13.71
dr_total_vias = 4501
wl_mm = 12.64
drc = 0
insertedDiodeCount = 0

[placement]
place_ws_ns = 0.2698
hpwl_mm = 9.102
place_congestion = 0.9386
port_buffers = 62
dp_cells = 906
dpl_cell_area_sq_um = 5977

[floorplanning]
dieArea_sq_um = 17830
fp-utilization = 0.3097
die_y_um = 133.5
fp.dieW_um = 133.5
rows = 47
core_area_sq_um = 16760
ios = 71

[setup_path]
path_buffers = 1
crit_end = HEX3[6]
worstSetupEndpointType = output port
crit_arrival_ns = 1.76
crit_path_max_incr_delay_ns = 0.54
worst_ep_required_time_ns = 1.84
crit_slowest_cell = clkdlybuf4s50_1
start_kind = flop
crit_type = reg -> out
cp.depth = 3
crit_family = buffers and inverters
critPathLaunch = counter.count[14]
cp_max_fo = 10
worstPathCellList = nand2_1, o32ai_1, clkdlybuf4s50_1

[clock_network]
cts_tree = yes
path_clk_slew_ns = 0.06
cts_max_level = 3
clock-root-buffer = clkbuf_16
cts_setup_buffers = 0
clk_path_buf_depth = 2
cts_buffers = 9

[layout]
area_delta_synth_final_pct = 22.15
comb_area_sq_um = 3032
fill_cells = 1677
drive_gt1_frac = 0.09402
finalNonFillerCells = 922
final_area_sq_um = 6341
final_util = 0.3784
ff_latch_area_sq_um = 1783
lay_top_count = nand2_1
final_cell_mix = nand2_1 (60), o21ai_0 (58), clkdlybuf4s50_1 (58), dfxtp_1 (53), nor2_1 (48)

[flow_run]
log.warning_count = 48
maxCapViolCount = 0
-- synthesized netlist by cell type, types with 6 or more instances --
master    instances
buf_2             9
nor3_1           18
nor4_1            8
a31oi_1          11
nand4_1           7
dlxtn_1          24
o21ai_0          58
buf_4            17
xor2_1           15
nand2_1          60
xnor2_1          30
nand2b_1         17
dlxtp_1           8
nor2_1           49
a21oi_1          21
o211ai_1          8
dfxtp_1          64
ha_1             30
clkbuf_1         27
nand3_1          29
inv_1            36
mux2i_1           8
a21o_1            6
-- metal layers --
| metal | wire (um) | vias to the layer above | GRT usage |
|---|---|---|---|
| met5 | 0 | - | 0 |
| li1 | - | 2335 | - |
| met1 | 6155 | 2031 | 0.2224 |
| met3 | 913 | 15 | 0.02448 |
| met4 | 174 | 0 | 0.02525 |
| met2 | 5395 | 120 | 0.2289 |
-- how the worst min path moves through the flow --
stage	from	endpoint	depth (start not counted)
final	SW[0]	SW_r[0]	1
after global routing	SW[0]	SW_r[0]	1
after CTS	SW[0]	SW_r[0]	1
-- kinds of logic (layout without fill, tap and decap cells) --
logic type	after synthesis	after routing
buf+inv	93	137
simple gates	219	219
mux	8	8
xor+xnor	45	45
flops	64	64
other cells	1	6
compound gates	158	158
latches	32	32
fa+ha+maj	33	33
-- sequential cells by signal, indices dropped and copies added (netlist names) --
| signal | cells |
|---|---|
| hex0.LSB | 4 |
| hex5.LSB | 4 |
| SW_r | 9 |
| pulse.count | 6 |
| hex3.LSB | 4 |
| hex4.LSB | 4 |
| pulse.LEDR | 1 |
| KEY0_r | 1 |
| pulse.go | 1 |
| hex2.LSB | 4 |
| pulse.count_c | 6 |
| hex1.LSB | 4 |
| counter.count | 24 |
| counter.count_c | 24 |
-- final cells by class --
cell class / count / share of cell area
well taps: 220 / 0.04341
multi-input cells: 469 / 0.4781
inverters: 36 / 0.02131
repair buffers: 85 / 0.1267
flip-flops and latches: 96 / 0.2812
clock inverters: 6 / 0.01322
clock buffers: 10 / 0.03611
-- power breakdown --
part	internal (mW)	switching [mW]	leakage, nW
clock	0.944	0.522	0.156
combinational	0.247	0.235	1.52
sequential	1.20	0.0692	0.777
-- repair_timing --
item                       in CTS  in global routing
pin swaps                       0                  1
hold buffers                    0                  0
setup endpoints to repair       6                  9
resized                         9                 12
Power and IR drop assume default switching activity.
