[/design/flow/config.mk]
export PLATFORM = sky130hd
export DESIGN_NAME = pulse_once
export DESIGN_NICKNAME = pulse_once
export VERILOG_FILES = /design/flow/design.v
export SDC_FILE = /design/flow/constraint.sdc
export NUM_CORES = 4
export LEC_CHECK = 1
export CORE_UTILIZATION = 30
[/design/flow/constraint.sdc]
current_design pulse_once

set clk_period 14.4
set clk_io_pct 0.2

create_clock -name clk0 -period $clk_period [get_ports {clock}]

set non_clock_inputs [all_inputs -no_clocks]
set_input_delay [expr $clk_period * $clk_io_pct] -clock clk0 $non_clock_inputs
set_output_delay [expr $clk_period * $clk_io_pct] -clock clk0 [all_outputs]
[/design/flow/design.v]
module pulse_once(clock, reset, divideby, go);
    input clock;
    input reset;
    input [25:0] divideby;
    output go;
    reg [25:0] count;
    reg [25:0] count_c;
    reg go;
    always @(*) begin
        count_c = count;
            if(divideby == 26'b00_0000_0000_0000_0000_0000_0000) begin
                count_c = 26'b00_0000_0000_0000_0000_0000_0000;
                go = 1'b0;
            end
            else begin
                go = 1'b1;
                if(count != (divideby - 26'b00_0000_0000_0000_0000_0000_0001)) begin
                    count_c = count + 26'b00_0000_0000_0000_0000_0000_0001;
                end
                else begin  
                    count_c = divideby - 26'b00_0000_0000_0000_0000_0000_0001;
                    go = 1'b0;
                end
            end
            if(reset == 1'b1) begin
                count_c  = 26'b00_0000_0000_0000_0000_0000_0000;
                go = 1'b0;
            end    
    end
    always @(posedge clock) begin
        count <= #1 count_c;
    end
endmodule
[/design/flow/run.sh]
#!/bin/bash
# OpenROAD 26Q1-2900-gdf79404cd8, Yosys 0.63+post, stock flow scripts
make -C /OpenROAD-flow-scripts/flow DESIGN_CONFIG=/design/flow/config.mk WORK_HOME=/design/flow/orfs finish
==> results.cfg <==
; implementation run metrics
[status]
status = finished, final reports clean

[floorplanning]
io_pins = 29
chip_area_mm2 = 0.0101
initCoreUtil = 0.313
die_h_um = 100
coreArea_mm2 = 0.00928
die_x_um = 100
num_rows = 35

[finish]
syn_to_final_growth_pct = 13.1
top_regs = count x26
largest_reg_flops = 26
largest_register = count
lay_top_count = nand2_1
drive_gt1_frac = 0.0514
lay_top_cells = nand2_1, xnor2_1, clkdlybuf4s50_1

[global_routing]
grt_max_degree = 54
grt_pass1_wl_um = 12700
grt.overflow.total = 0
track_usage = 0.163
antenna_found_initial = 0
grt_pass1_vias = 2571

[placed_design]
place_congestion = 0.955
port_buffers = 28
pre_cts_slack_ns = 5.08
dp_hpwl_um = 5820

[route]
route.detailed.drc = 0
final_antenna_net_count = 0
wl_um = 7660
dr.pass1.iters = 5
diodes = 0
drt_first_iter_violations = 196
vias = 2693
via_per_inst = 5.20
wire_per_inst_um = 14.8

[setup_path]
reg2reg_depth = 8
timing.rr.start = count[3]
endpoint = go
rr_endpoint = count[14]
cp-start-kind = input port
critPathArrivalTime_ns = 6.47
cp.required_ns = 11.52
endpoint_kind = output port
cp_max_fo = 13
crit_type = in2out
crit_start = divideby[2]
rrSetupSlack_ns = 10.96

[synthesis]
ys.flops = 26
synthesis.instances = 379
ff_type = dfxtp_1
synth-edff-count = 0
ys_cells = 379
ys_area_mm2 = 0.00290
ys_async_sr_fraction = 0
synth_seq_share = 0.179
yosysWarnings = 1
ys_types = 54
synth_area_mm2 = 0.00290
syn_avg_cell_area_um2 = 7.66

[power_and_ir_drop]
p_per_area_mw_per_mm2 = 47.7
p_leak_nw = 1.02
seqPwrFrac = 0.471
p_switching_mw = 0.0468
power_frac_comb = 0.246
ir_worst_vdd_mv = 0.0244
switching_share = 0.299
intPower_mw = 0.110
clkPwrFrac = 0.283

[final_timing]
worst_pin_slew_ns = 0.771
fin_crit_sh = 0.649
hold_viol_final = 0
maxSlewHeadroom = 0.482
whs_ns = 0.597
rsz0062_at_grt = no
fin_ws_ns = 5.05
fmax_mhz = 107
skew_ns = 0.00588
tns_ns = 0
period_needed_ns = 9.35
setup_viol = 0
drv_slew = 0

[clocking]
cts_tree = built
path_clk_slew_ns = 0.10
cts.htree.levels = 1
cts_hold_buffers = 0
worstSkewPairLatency_ns = 0.28
cts_resized = 0
cts_buffers = 3
cts_setup_buffers = 0
ctsLongestPathBuffers = 2
root_buffer = clkbuf_8
cts_sinks = 26

[run]
maxCapViolations = 0
tool_warnings = 25

[min_path]
min_path_type = reg2reg
==> power by group through the flow <==
stage / combinational, mW / sequential [mW] / clock (mW)
CTS: 0.0386 / 0.0737 / 0.0462
global route: 0.0420 / 0.0739 / 0.0496
finish: 0.0385 / 0.0737 / 0.0442
==> kinds of logic after synthesis <==
group,after synthesis,share of synthesized area
muxes,28,0.0975
adders and majority gates,2,0.00862
xor gates and xnor gates,70,0.230
DFF,26,0.179
AOI/OAI and AO/OA,34,0.0824
and+or+nand+nor,185,0.339
buffers and inverters,34,0.0634
==> worst max-delay path, stage by stage <==
cell             delay (ns)
clkdlybuf4s50_1        0.56
or3_1                  0.58
nor4_4                 0.70
a21oi_1                0.19
nand4b_1               0.21
or4_1                  0.56
nor4_4                 0.30
nor2b_1                0.08
clkdlybuf4s50_1        0.41
==> metal layers <==
metal,global-route usage,vias to the layer above,share of wire
li1,-,1345,-
met1,0.247,1263,0.49
met2,0.262,77,0.45
met3,0.0163,8,0.054
met4,0.0167,0,0.0091
met5,0,-,0
==> cells in the mapped netlist (2+ instances only) <==
library cell	count	area share
nor4_2	3	0.013
xor2_1	22	0.066
nand2_1	70	0.091
nor3b_1	2	0.0052
nor2b_1	9	0.019
and3_1	4	0.0086
a311o_1	2	0.0069
or4_1	8	0.021
buf_12	2	0.014
or2_2	3	0.0065
clkbuf_1	17	0.022
xnor2_1	44	0.13
nor4_1	6	0.013
nand3_1	17	0.029
xnor3_1	4	0.031
buf_6	3	0.012
nand4_1	13	0.028
o21ai_0	7	0.012
dfxtp_1	26	0.18
o2111ai_1	2	0.0060
mux2_2	2	0.0078
or3_1	8	0.017
inv_1	10	0.013
nor3_1	8	0.014
mux2i_1	26	0.090
ha_1	2	0.0086
nand2b_1	6	0.013
a21oi_1	6	0.010
nor2_1	20	0.026
o211ai_1	3	0.0078
==> metrics by stage <==
step                      power, mW  instance area (um2)  instances   util
after global routing          0.165                 3280        518  0.353
after floorplan              0.0979                 2900        379      -
after detailed placement      0.114                 3240        515  0.349
after global placement        0.114                 3240        515  0.349
final                         0.156                 3280        518  0.353
after CTS                     0.158                 3280        518  0.353
==> area by class of cell <==
class                      instances  area (um2)
fill                             987        6000
multi-input combinational        319        2220
sequential                        26         520
timing repair buffer              31         303
tap                              129         161
clock buffer                       3        41.3
inverter                          10        37.5
==> worst min path at each step <==
stage             start        end  slack, ns  depth (start not counted)
finish        count[25]  count[25]       0.60                          3
CTS           count[25]  count[25]       0.61                          3
global route  count[23]  count[23]       0.67                          3
Power figures rest on the tool's default switching activity, not on a simulated workload.
